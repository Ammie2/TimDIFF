### /design/flow/design.v
module four_bit_full_adder (
    input [3:0] a,
    input [3:0] b,
    input cin,
    output [3:0] sum,
    output cout
);
    wire c1, c2, c3;
    full_adder fa0 (a[0], b[0], cin, sum[0], c1);
    full_adder fa1 (a[1], b[1], c1, sum[1], c2);
    full_adder fa2 (a[2], b[2], c2, sum[2], c3);
    full_adder fa3 (a[3], b[3], c3, sum[3], cout);
endmodule
module full_adder (
    input a,
    input b,
    input cin,
    output sum,
    output cout
);
    assign {cout, sum} = a + b + cin;
endmodule
### /design/flow/run.sh
#!/bin/bash
# OpenROAD 26Q1-2900-gdf79404cd8, Yosys 0.63+post, stock flow scripts
make -C /OpenROAD-flow-scripts/flow DESIGN_CONFIG=/design/flow/config.mk WORK_HOME=/design/flow/orfs finish
### /design/flow/config.mk
export PLATFORM = sky130hd
export DESIGN_NAME = four_bit_full_adder
export DESIGN_NICKNAME = four_bit_full_adder
export VERILOG_FILES = /design/flow/design.v
export SDC_FILE = /design/flow/constraint.sdc
export NUM_CORES = 4
export LEC_CHECK = 1
export CORE_AREA = 10 10 70 70
export DIE_AREA = 0 0 80 80
### /design/flow/constraint.sdc
current_design four_bit_full_adder

set clk_period 3.0
set clk_io_pct 0.2

create_clock -name clk0 -period $clk_period

set non_clock_inputs [all_inputs -no_clocks]
set_input_delay [expr $clk_period * $clk_io_pct] -clock clk0 $non_clock_inputs
set_output_delay [expr $clk_period * $clk_io_pct] -clock clk0 [all_outputs]
==> notes.md <==
Sequential elements use 0% of the synthesized area. Looking at the global route congestion table, the highest-usage layer is met1. In this run, the number of DRC markers left after iteration 0 of detailed routing was 0. For this run, global-route usage on met1 was measured as 2.15%. The detail route stage leaves a number of antenna-violating nets equal to 0. The run gives 92.8% for the headroom to the max-slew limit. For reference, the post-synthesis area per instance comes to 8.20 sq um. At the floorplan stage, the core utilization is reported as 4.32%.

The total iterations of the first detailed-routing run was 1; the wire length after detailed routing was 393 um. For the worst setup path, the data required time is 2.40 ns. Counting both buffers and inverters, the worst setup path holds a total of 6. There are 0 flip-flops and latches. The die height came out at 80 um.

Summing every instance area after synthesis gives 148 sq um. Summing all multi-input logic gate instances after layout gives 87.6 sq um. The run gives 5.31 um for the per-cell routed wire length.

Entering global routing, the biggest net connects 2 pins. The largest fanout on the critical path works out to 1. The number of antenna violations at the first check in global routing was 0; the area used by sequential logic in the layout was 0 sq um. In the final layout, the fill cell count is 399. Per the summary, power density relative to cell area is 136 mW/mm^2. The classification of the worst setup path is in2out. Worst-case vdd ir drop: 0.0391 mV. Max-slew check failures listed in the final report amount to 0. Endpoints failing hold in the final report were tallied at 0.

The number of library cell types mapped by synthesis was 3; the global routing usage on met2 was 1.28%. The run gives 0.682% for the met3 capacity usage during global routing. STA on the placed design reports a worst setup slack of -0.661 ns. The final weighted congestion recorded by global placement is 0.788. The via count is 124, and the die area is 0.00640 sq mm. The arrival time of data at the worst endpoint is listed as 2.28 ns.

On the worst path, the slowest cell contributes a delay of 0.40 ns. The run gives 18 as the number of cells produced by synthesis. The tools report the endpoint kind of the worst setup timing path as a primary output.

Slack of the critical path: 0.123 ns. 14 I/O pins were placed. Per the final layout report, the fraction of cells sized above drive strength 1 comes to 42.9%. The worst path uses 95.9% of the clock period.

The leakage power in the latest report is 0.151 nW. Warnings raised by the tools during the run amount to 33. The transition at the pin with the smallest max-transition slack works out to 0.108 ns. The worst hold path terminates at sum[0]. Summed over all layers, the global routing overflow is 0. Setup repair after global routing left no endpoint under its margin.

The beginning of the worst hold path was b[0]. The HPWL after detailed placement is 386 um. The routed design shows a via density per instance of 1.68. With the final hold slack at 1.94 ns, the area of the core is 0.00342 sq mm.

The number of hold buffers added after cts was 0; the yosys synthesis warning count was 0. The die span in x works out to 80 um. Across the run, the number of max-cap violations was 0.

For this design, the slowest cell found on the critical path is fa_1. The floorplan has 21 rows. Number of global-route vias before repair: 142.

Hold analysis shows the worst path with a depth of 5. With the total of buffers placed on input and output ports at 14, the post-route DRC violation count is 0. The final report gives the core utilization as 8.94%. For this design, Yosys synthesis ends with a cell count of 18. The run finished with clean final reports. The tools report the number of clock buffers in the layout as 0.

The synthesis-to-finish area growth was 107%. The type of element launching the critical path is an input pin. The min-delay analysis places its worst path in the category in2out. Based on the critical path, the design can be clocked at up to 348 MHz. The run gives 0 as the number of endpoints failing setup at the final stage. The antenna diode count is 0, and the chip area line of the yosys report is 148 sq um. The kind of cell adding the most delay to the critical path is adder cells.

The first-pass GRT wire length was 641 um; the overall fraction of global-route tracks in use was 1.25%. Counting I/O delays and the setup requirement, the final critical path takes 2.88 ns. The report lists the cells along the critical path as buf_2 -> inv_2 -> fa_2 -> inv_2 -> fa_2 -> fa_2 -> inv_2 -> fa_1 -> inv_1 -> buf_2.
placed cells by master, fill, tap and decap left out:
cell,n
inv_2,5
clkbuf_2,2
dlymetal6s2s_1,2
fa_2,3
dlygate4sd2_1,2
buf_2,2
inv_1,5
clkdlybuf4s50_1,6
fa_1,1
cells in the mapped netlist:
master,instances,share of area [%]
inv_1,10,25
buf_4,4,20
fa_1,4,54
per-stage QoR:
step,cells,total power [W],TNS [ns],instance area (sq um)
after floorplan,18,0.0000229,0,148
after global placement,74,0.0000481,-1.45,315
after detailed placement,74,0.0000482,-1.46,315
after CTS,74,0.0000444,-0.0591,314
after global routing,74,0.0000490,0,305
final,74,0.0000414,0,305
power breakdown:
group	internal [W]	total, W	switching, W
Combinational	0.0000275	0.0000414	0.0000138
Sequential	0	0	0
Clock	0	0	0
routing by layer:
layer | wire length, um | up-vias
met2 | 80 | 14
li1 | - | 60
met3 | 93 | 0
met1 | 218 | 50
met5 | 0 | -
met4 | 0 | 0
logic make-up after synthesis:
kind of cell	share of synthesized area, %
adders and majority gates	54.2
buffers and inverters	45.8
worst max-delay path by stage:
stage	cells after the start	endpoint	slack [ns]	startpoint
finish	10	sum[3]	0.12	cin
global route	10	sum[3]	0.01	cin
CTS	10	sum[3]	-0.06	b[0]
final cells by class:
type / count / area share [%]
Inverter: 10 / 12.3
Multi-Input combinational cell: 4 / 28.7
Tap cell: 46 / 18.9
Timing Repair Buffer: 14 / 40.2
repair_timing:
item | CTS | global route
hold endpoints to repair | 0 | 0
endpoints found under the setup margin | 4 | 2
resized | 18 | 7
buffers inserted | 0 | 0
pin swaps | 3 | 4
Power is estimated from default activity; no workload was simulated.
