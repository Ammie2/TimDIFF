===== flow/config.mk =====
export PLATFORM = sky130hd
export DESIGN_NAME = counter_with_enable
export DESIGN_NICKNAME = counter_with_enable
export VERILOG_FILES = /design/flow/design.v
export SDC_FILE = /design/flow/constraint.sdc
export NUM_CORES = 4
export LEC_CHECK = 1
export CORE_AREA = 10 10 70 70
export DIE_AREA = 0 0 80 80

===== flow/constraint.sdc =====
current_design counter_with_enable

set clk_period 1.1
set clk_io_pct 0.2

create_clock -name clk0 -period $clk_period [get_ports {clk}]

set non_clock_inputs [all_inputs -no_clocks]
set_input_delay [expr $clk_period * $clk_io_pct] -clock clk0 $non_clock_inputs
set_output_delay [expr $clk_period * $clk_io_pct] -clock clk0 [all_outputs]

===== flow/design.v =====
module counter_with_enable (
    input clk,
    input reset,
    input enable,
    output reg [3:0] count
);
    always @(posedge clk or posedge reset) begin
        if (reset) begin
            count <= 4'b0000;
        end else if (enable) begin
            count <= count + 1;
        end
    end
endmodule

===== flow/run.sh =====
#!/bin/bash
# OpenROAD 26Q1-2900-gdf79404cd8, Yosys 0.63+post, stock flow scripts
make -C /OpenROAD-flow-scripts/flow DESIGN_CONFIG=/design/flow/config.mk WORK_HOME=/design/flow/orfs finish

==> out/metrics.cfg <==
[status]
status=finished, final reports clean

[critical_path]
cp.required_ns=1.21
path_class=flip-flop to flip-flop
cp_max_fo=3
cp-start-kind=flip-flop
end_kind=flip-flop
cp.arrival_ns=1.21

[final_timing]
relSlewSlack_pct=88.2
fin_hold_ws_ns=0.187
rsz0062_at_grt=true
min_period_over_period_pct=99.8
finalSetupViolations=0
finalCriticalPeriod_ns=1.10
fmaxAchievable_mhz=911
worstMarginPinSlew_ns=0.176
finalSetupTns_ns=0
hold_viol_final=0
fin_skew_ns=0.00454
drv_slew=0

[yosys]
top_area_cell=dfrtp_1
common_cells=dfrtp_1, xnor2_1
ys_cells=12
top_area_share_pct=61.1
ys.flop_type=dfrtp_1
syn_area_per_cell_um2=13.7
ys_seq_share_pct=61.1
synthCells=12
ys_ff=4
synth_area_um2=164
yosysWarnings=1
yosys-stat-area_um2=164
yosys-top-cells-area=dfrtp_1, xnor2_1, ha_1
edf_count=0
synth_dominant_cell_count=dfrtp_1
synthDistinctLibCells=8
async_flop_share_pct=100

[clock_network]
cts.sinks=4
root_buffer=clkbuf_4
clk_pin_slew_ns=0.04
clock_latency_ns=0.24
h-tree-depth=1
cts_tree=yes
cts-buffers-inserted=3
clock_path_buffers=2

[flow_run]
warnings=27
cap_violations=0

[finish]
largest_reg_flops=4
fillerInstances=403
synthToLayoutAreaGrowth_pct=150
ff_latch_area_um2=100
fin_util_pct=12.0
largest-register=count
comb_area_um2=76.3
drive_gt1_share_pct=50.0
top_regs=count: 4 flops

[drt]
via_per_inst=2.09
antenna_cells=0
vias=163
wl_per_cell_um=7.03
drtAntennaViolNets=0
wl_um=548
drt_first_pass_iters=2
drt_iter0_drc=6
drc=0

[die]
die_h_um=80
chip_area_mm2=0.00640
die_w_um=80
io_pins=7
fp-utilization_pct=4.80
coreArea_mm2=0.00342
placementRows=21

[global_routing]
globalRouteOverflowTotal=0
grt_max_degree=5
grt_usage_pct=1.88
grt_pass1_wl_um=869
grt_pass1_vias=174
antenna_found_initial=0

[pwr]
power_density_mw_per_mm2=2670
ir_worst_vdd_uv=1200
leakage_nw=0.176

[place]
port_buffers=6
place.gp.congestion=0.697

[hold_path]
hold_path_class=input port to asynchronous set/reset pin

cells in the final DEF (no fill, tap or decap):
master and instances:
mux2_4 1, dfrtp_1 4, xor2_1 1, nand2_1 1, buf_4 9, inv_1 1, ha_4 1, clkdlybuf4s15_1 3
xnor2_1 2, clkdlybuf4s50_1 2, dlygate4sd2_1 1, nand4_1 1, clkbuf_4 3, buf_6 2
metrics by stage:
step | power, mW | cell area (µm²) | setup slack [ns] | cells
after floorplan | 0.382 | 164 | 0.0674 | 12
after global placement | 0.652 | 312 | -0.0967 | 68
after detailed placement | 0.667 | 312 | -0.137 | 68
after CTS | 0.963 | 372 | -0.00175 | 74
after global routing | 1.19 | 409 | -0.0267 | 78
final | 1.09 | 409 | 0.00205 | 78
kinds of logic after synthesis:
kind of cell / Yosys count / share of synthesized area, %
mux: 1 / 6.87
flops: 4 / 61.1
xor+xnor: 3 / 16.0
buf+inv: 1 / 2.29
simple gates: 2 / 6.11
fa+ha+maj: 1 / 7.63
repair_timing:
item / CTS / global route
resized: 7 / 4
setup buffers: 3 / 4
endpoints found under the setup margin: 4 / 5
hold buffers: 0 / 0
pin swaps: 0 / 1
worst max-delay path, stage by stage (launching register included):
cell and delay [ns]:
dfrtp_1 0.38, buf_6 0.13, ha_4 0.22, mux2_4 0.25
report_power, final:
group          total (mW)  leakage (nW)  switching [mW]  internal (mW)
sequential          0.274        0.0469          0.0474          0.227
combinational       0.634         0.115           0.188          0.446
clock               0.184        0.0138          0.0619          0.122
total                1.09         0.176           0.297          0.795
path summary, 6_finish.rpt:
check                      startpoint  endpoint  slack (ns)  depth (start not counted)
min in group clk0            count[3]  count[3]        0.63                          3
max reg2reg                  count[1]  count[1]       0.002                          3
max                          count[1]  count[1]       0.002                          3
min                             reset  count[2]        0.19                          2
max in group asynchronous       reset  count[0]        0.76                          2
min reg2reg                  count[3]  count[3]        0.63                          3
final cells by class:
| type | instances | share of cell area [%] |
|---|---|---|
| flip-flops and latches | 4 | 24.5 |
| well taps | 46 | 14.1 |
| repair buffers | 17 | 36.4 |
| inverters | 1 | 0.917 |
| clock buffers | 3 | 5.50 |
| multi-input cells | 7 | 18.7 |
per-layer routing:
metal | global-route usage [%] | vias to the layer above | share of wire [%]
met5 | 0 | - | 0
met4 | 0.352 | 0 | 0
met3 | 1.59 | 0 | 11
met2 | 1.61 | 10 | 29
met1 | 3.01 | 74 | 60
li1 | - | 79 | -
Power and IR drop assume default switching activity.
