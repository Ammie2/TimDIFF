==> flow/run.sh <==
#!/bin/bash
# OpenROAD 26Q1-2900-gdf79404cd8, Yosys 0.63+post, stock flow scripts
make -C /OpenROAD-flow-scripts/flow DESIGN_CONFIG=/design/flow/config.mk WORK_HOME=/design/flow/orfs finish
==> flow/config.mk <==
export PLATFORM = sky130hd
export DESIGN_NAME = ram
export DESIGN_NICKNAME = ram
export VERILOG_FILES = /design/flow/design.v
export SDC_FILE = /design/flow/constraint.sdc
export NUM_CORES = 4
export LEC_CHECK = 1
export CORE_UTILIZATION = 30
==> flow/constraint.sdc <==
current_design ram

set clk_period 2.2
set clk_io_pct 0.2

create_clock -name clk0 -period $clk_period [get_ports {clk}]

set non_clock_inputs [all_inputs -no_clocks]
set_input_delay [expr $clk_period * $clk_io_pct] -clock clk0 $non_clock_inputs
set_output_delay [expr $clk_period * $clk_io_pct] -clock clk0 [all_outputs]
==> flow/design.v <==
module ram (
    input clk,
    input [3:0] addr,
    input [7:0] data_in,
    input we,
    output reg [7:0] data_out
);
    reg [7:0] mem [15:0];
    always @(posedge clk) begin
        if (we) begin
            mem[addr] <= data_in;
        end else begin
            data_out <= mem[addr];
        end
    end
endmodule
==> impl_metrics.ini <==
; physical design summary
[run_status]
status = finished, final reports clean

[die]
die.size.y_um = 133.0
std_cell_rows = 47
floorplanUtilization_pct = 30.94
die_area_um2 = 17690
die_x_um = 133.0
core_area_um2 = 16640
boundaryPins = 22

[critical_path]
cp-end-kind = flop
critical_path.n_buffers_inverters = 2
cp-start-kind = primary input
timing_worst_setup_path_type = in -> reg
critical-path-max-stage-delay_ns = 0.55
critical_path.max_fanout = 8
worst_ep_arrival_time_ns = 2.07
worst_ep_required_time_ns = 2.47
worst_path_dominant_cell_family = buffers and inverters
crit_slowest_cell = sky130_fd_sc_hd__clkdlybuf4s50_1
timing.critical_path.cells = clkdlybuf4s50_1 -> buf_4 -> nor2b_1 -> a22oi_1 -> nand2_1

[detailed_routing]
n_antenna_cell = 0
drtIter0Drc = 198
via_count = 2418
wl_per_cell_um = 18.73
route.final.wire_length_um = 9684
antenna_left = 0
route.detailed.vias_per_inst = 4.677
route.detailed.drc = 0
dr.pass1.iters = 4

[pwr]
ir_worst_vdd_uv = 612.7
report.power.total_mw = 5.982
pwr_density_cell_nw_per_um2 = 939.6
p_leak_nw = 2.051

[layout]
lay_top_count = sky130_fd_sc_hd__edfxtp_1
layout-area-overhead-vs-synth_pct = 23.67
most_frequently_placed_logic_cells_in_the_final_layout = sky130_fd_sc_hd__edfxtp_1 (136), sky130_fd_sc_hd__mux4_2 (32), sky130_fd_sc_hd__buf_4 (21)
drive_above_1_share_pct = 28.62

[logic_synthesis]
synthesis.instances = 231
yosys_warnings = 1
numSynthFlops = 136
syn_area_um2 = 5149
synth.lib_cells_used.distinct = 18
yosys.stat.seqShare_pct = 79.32
synth.avg_cell_area_um2 = 22.29
ys_chip_area_um2 = 5149
synth_stat.cells = 231

[timing]
post-route-period-util_pct = 81.80
slew_limit_fails = 0
maxClockFrequency_mhz = 555.7
final-hold-violation-count = 0
fin_setup_tns_ns = 0
timing.hold.ws_ns = 0.7511
finalCriticalPeriod_ns = 1.800
setup_viol = 0
clock_skew_ns = 0.006065
timing_worst_slew_pin_value_ns = 0.7037
max-slew-margin-rel_pct = 52.99
grt_setup_unrepaired = no

[placement]
place.port_buffers = 21
gp_congestion = 0.8035
place.detailed.hpwl_um = 6080

[clock_network]
ctsRootBufferMaster = sky130_fd_sc_hd__clkbuf_16
clock_path_buffers = 2
cts_htree_levels = 4
worst_setup_hold_path_clk_slew_ns = 0.05
clock_insertion_delay_worst_skew_ns = 0.41
cts_setup_buffers = 0
cts.hold.buffers_added = 0
cts.sink_count = 136
cts_resized = 0
tritoncts_clock_tree = built
numCtsBuffers = 17

[worst_hold_path]
min_path_type = reg -> reg

[grt]
antenna_violations_before_repair = 0
grt_first_pass_wirelength_um = 15280
grt_use_total_pct = 12.59
gr-total-overflow = 0
vias_in_the_first_global_route = 2594
largest_net_degree_at_the_start_of_global_routing = 40

[run]
log.warning_count = 25
max_cap_viol_count = 0
-- state kept, by name, indices dropped and copies added (netlist names) --
| register | count |
|---|---|
| data_out | 8 |
| mem | 128 |
-- layer usage --
metal / track usage, % / vias to the layer above / part of all wire [%]
met5: 0 / - / 0
met4: 1.405 / 0 / 1.2
met3: 5.898 / 13 / 9.9
met2: 17.86 / 102 / 46
met1: 19.82 / 1220 / 43
li1: - / 1083 / -
-- tightest hold or removal path: stages (launching register included) --
cell and delay, ns:
sky130_fd_sc_hd__edfxtp_1 0.32, sky130_fd_sc_hd__mux4_2 0.22, sky130_fd_sc_hd__a22oi_1 0.06, sky130_fd_sc_hd__nand2_1 0.05
-- report_power, final --
group          internal, mW  switching [mW]  total [mW]
clock network          1.77           0.988        2.75
logic                 0.141           0.152       0.293
registers              2.92          0.0142        2.94
-- cell type report --
cell class / count / area (µm²)
Sequential cell: 136 / 4084
Inverter: 1 / 3.754
Multi-Input combinational cell: 83 / 1001
Fill cell: 1443 / 10270
Clock inverter: 14 / 156.4
Tap cell: 220 / 275.3
Clock buffer: 18 / 429.2
Timing Repair Buffer: 45 / 417.9
-- logic make-up after synthesis --
kind of cell           after synthesis  synth area share (%)
AND-OR/OR-AND                       16                 2.333
multiplexers                        32                 14.00
AND/OR/NAND/NOR                     35                 3.111
buffers and inverters               12                 1.239
flip-flops                         136                 79.32
-- synthesized netlist by cell type --
cell type | count | area (µm²)
sky130_fd_sc_hd__a22oi_1 | 16 | 120.1
sky130_fd_sc_hd__and2_1 | 1 | 6.260
sky130_fd_sc_hd__buf_1 | 4 | 15.01
sky130_fd_sc_hd__buf_2 | 2 | 10.01
sky130_fd_sc_hd__buf_6 | 2 | 22.52
sky130_fd_sc_hd__clkbuf_1 | 2 | 7.510
sky130_fd_sc_hd__clkbuf_2 | 1 | 5.000
sky130_fd_sc_hd__edfxtp_1 | 136 | 4084
sky130_fd_sc_hd__inv_1 | 1 | 3.750
sky130_fd_sc_hd__mux4_2 | 32 | 720.7
sky130_fd_sc_hd__nand2_1 | 9 | 33.78
sky130_fd_sc_hd__nand2b_1 | 2 | 12.51
sky130_fd_sc_hd__nand3_1 | 1 | 5.000
sky130_fd_sc_hd__nand3b_1 | 2 | 15.01
sky130_fd_sc_hd__nor2_1 | 13 | 48.80
sky130_fd_sc_hd__nor2b_1 | 2 | 12.51
sky130_fd_sc_hd__nor3_1 | 4 | 20.02
sky130_fd_sc_hd__or3_1 | 1 | 6.260
-- final timing paths --
path / from / endpoint / slack [ns] / depth (start not counted)
max: addr[2] / data_out[4] / 0.40 / 5
min: mem[12][5] / data_out[5] / 0.75 / 3
max reg2reg: mem[3][4] / data_out[4] / 0.65 / 3
min reg2reg: mem[12][5] / data_out[5] / 0.75 / 3
-- per-stage QoR --
stage | utilization [%] | instance area, µm² | instances | setup WS (ns)
global placement | 34.74 | 5782 | 485 | 0.07285
CTS | 38.26 | 6367 | 517 | 0.4548
floorplan | - | 5149 | 231 | 0.2739
global route | 38.26 | 6367 | 517 | 0.3076
finish | 38.26 | 6367 | 517 | 0.4004
detailed placement | 34.74 | 5782 | 485 | 0.02873
