==> /design/flow/design.v <==
module simple_timer (
    input clk,
    input reset,
    output reg [7:0] count
);
    always @(posedge clk or posedge reset) begin
        if (reset) begin
            count <= 8'b00000000;
        end else begin
            count <= count + 1;
        end
    end
endmodule
==> /design/flow/run.sh <==
#!/bin/bash
# OpenROAD 26Q1-2900-gdf79404cd8, Yosys 0.63+post, stock flow scripts
make -C /OpenROAD-flow-scripts/flow DESIGN_CONFIG=/design/flow/config.mk WORK_HOME=/design/flow/orfs finish
==> /design/flow/config.mk <==
export PLATFORM = sky130hd
export DESIGN_NAME = simple_timer
export DESIGN_NICKNAME = simple_timer
export VERILOG_FILES = /design/flow/design.v
export SDC_FILE = /design/flow/constraint.sdc
export NUM_CORES = 4
export LEC_CHECK = 1
export CORE_AREA = 10 10 70 70
export DIE_AREA = 0 0 80 80
==> /design/flow/constraint.sdc <==
current_design simple_timer

set clk_period 1.6
set clk_io_pct 0.2

create_clock -name clk0 -period $clk_period [get_ports {clk}]

set non_clock_inputs [all_inputs -no_clocks]
set_input_delay [expr $clk_period * $clk_io_pct] -clock clk0 $non_clock_inputs
set_output_delay [expr $clk_period * $clk_io_pct] -clock clk0 [all_outputs]
==> flow_summary.html <==
<h2>Synthesis and place &amp; route</h2>
<table>
<tr><th>Metric</th><th>Value</th></tr>
<tr><th colspan="2">Setup path</th></tr>
<tr><td>Kind of cell adding the most delay to the critical path</td><td>buffers and inverters</td></tr>
<tr><td>RR Startpoint</td><td>count[2]</td></tr>
<tr><td>Crit-path cells</td><td>clkdlybuf4s50_1</td></tr>
<tr><td>Path type of the worst setup path</td><td>reg -&gt; out</td></tr>
<tr><td>Startpoint type of the worst setup path</td><td>flip-flop</td></tr>
<tr><td>Crit path max-delay cell type</td><td>clkdlybuf4s50_1</td></tr>
<tr><td>Crit path capture type</td><td>primary output</td></tr>
<tr><td>Highest cell delay on the worst timing path</td><td>roughly 0.50 ns</td></tr>
<tr><td>Crit Path Max Fanout</td><td>5</td></tr>
<tr><td>Data required time at the worst endpoint</td><td>between 1 and 1.5 ns</td></tr>
<tr><td>Number of buffer and inverter stages on the critical path</td><td>1</td></tr>
<tr><td>Startpoint of the most critical setup path</td><td>count[2]</td></tr>
<tr><td>Signal arrival time at the worst endpoint</td><td>~1.2 ns</td></tr>
<tr><th colspan="2">Yosys</th></tr>
<tr><td>Synthesized flop and latch total</td><td>8</td></tr>
<tr><td>Synth top area cells</td><td>dfrtp_1, xnor2_1, xor2_1</td></tr>
<tr><td>Library cell with the largest summed area after synthesis</td><td>dfrtp_1</td></tr>
<tr><td>Post-Syn Area</td><td>around 320 um^2</td></tr>
<tr><td>Unique cell type count in the Yosys netlist</td><td>11</td></tr>
<tr><td>Top-area cell type share of the netlist area</td><td>62.50%</td></tr>
<tr><td>Sequential-to-total area share from yosys stat</td><td>between 60% and 70%</td></tr>
<tr><td>Number of instances in the synthesized netlist</td><td>25</td></tr>
<tr><td>Mapped Avg Cell Area</td><td>roughly 13 um^2</td></tr>
<tr><td>Yosys cell count</td><td>25</td></tr>
<tr><td>Yosys chip area</td><td>between 300 and 400 um^2</td></tr>
<tr><td>Count of warnings emitted by yosys</td><td>1</td></tr>
<tr><th colspan="2">Run</th></tr>
<tr><td>Tally of max-capacitance violations</td><td>0</td></tr>
<tr><td>Tally of OpenROAD warnings</td><td>25</td></tr>
<tr><th colspan="2">Finish</th></tr>
<tr><td>Most frequently placed logic cells in the final layout</td><td>clkdlybuf4s50_1, dfrtp_1, xor2_1, xnor2_1, clkbuf_4</td></tr>
<tr><td>Top cell excl fill/tap</td><td>clkdlybuf4s50_1</td></tr>
<tr><td>Sequential cell area</td><td>200.2 um^2</td></tr>
<tr><td>Number of flip-flops under the largest register name</td><td>8</td></tr>
<tr><td>Share of post-route cells with drive strength above 1</td><td>a little over an eighth</td></tr>
<tr><td>Largest registers in the final layout</td><td>count: 8 flops</td></tr>
<tr><td>Post-synthesis to final-layout area growth</td><td>53.12%</td></tr>
<tr><td>Area of the multi-input gates</td><td>between 100 and 150 um^2</td></tr>
<tr><td>Top reg by flops</td><td>count</td></tr>
<tr><td>Layout fillers</td><td>between 300 and 400</td></tr>
<tr><td>Core utilization of the finished layout</td><td>roughly 14%</td></tr>
<tr><th colspan="2">Die</th></tr>
<tr><td>Area of the core</td><td>roughly 0.0034 mm^2</td></tr>
<tr><td>Total die size</td><td>roughly 0.0064 mm^2</td></tr>
<tr><td>Die H</td><td>80 um</td></tr>
<tr><td>Width of the chip</td><td>80 um</td></tr>
<tr><td>Number of rows in the core area</td><td>21</td></tr>
<tr><td>Top-Level Pins</td><td>10</td></tr>
<tr><td>Effective utilization at floorplan</td><td>a little under a tenth</td></tr>
<tr><th colspan="2">Timing</th></tr>
<tr><td>Final critical-path required period</td><td>roughly 1.5 ns</td></tr>
<tr><td>Relative slew slack</td><td>80.11%</td></tr>
<tr><td>Share of the clock period used by the worst path after layout</td><td>a little over nine tenths</td></tr>
<tr><td>Final Skew</td><td>approximately 0.0023 ns</td></tr>
<tr><td>Number of endpoints failing setup at the final stage</td><td>0</td></tr>
<tr><td>Actual transition at the worst max-transition pin</td><td>between 0.2 and 0.3 ns</td></tr>
<tr><td>Final Hold Vio Count</td><td>0</td></tr>
<tr><td>Fin Setup TNS</td><td>0 ns</td></tr>
<tr><td>Setup repair after global routing missed its margin</td><td>no</td></tr>
<tr><td>Highest Clock Rate</td><td>667.5 MHz</td></tr>
<tr><td>Final Max Slew Viols</td><td>0</td></tr>
<tr><th colspan="2">Pwr</th></tr>
<tr><td>Worst IR drop on VDD</td><td>~0.00053 V</td></tr>
<tr><td>Leak Pwr</td><td>a little over 0.2 nW</td></tr>
<tr><td>Total power divided by cell area</td><td>slightly above 700 mW/mm^2</td></tr>
<tr><th colspan="2">Placed design</th></tr>
<tr><td>Weighted congestion at the end of routability-driven global placement</td><td>0.6618</td></tr>
<tr><td>Placed wire-length estimate after detailed placement</td><td>602.6 um</td></tr>
<tr><td>Number of buffer cells added on primary ports</td><td>9</td></tr>
<tr><th colspan="2">Clock network</th></tr>
<tr><td>Number of buffers inserted to repair setup after CTS</td><td>0</td></tr>
<tr><td>Number of gates resized after CTS</td><td>0</td></tr>
<tr><td>Clock-pin slew of the registers on the worst-case setup and hold paths</td><td>around 0.050 ns</td></tr>
<tr><td>Root buffer selected by CTS</td><td>clkbuf_4</td></tr>
<tr><td>H-tree depth reported by CTS</td><td>1</td></tr>
<tr><td>CTS tree</td><td>built</td></tr>
<tr><td>Number of buffers inserted during clock tree synthesis</td><td>3</td></tr>
<tr><td>Number of sinks driven by the clock tree</td><td>8</td></tr>
<tr><td>Latency at later pin</td><td>between 0.2 and 0.25 ns</td></tr>
<tr><td>CTS Hold Bufs</td><td>0</td></tr>
<tr><td>Clock Path Buffers</td><td>2</td></tr>
<tr><th colspan="2">Drt</th></tr>
<tr><td>DRC</td><td>0</td></tr>
<tr><td>Final ANT Viol Nets</td><td>0</td></tr>
<tr><td>Antenna diodes</td><td>0</td></tr>
<tr><td>Drt initial violations</td><td>2</td></tr>
<tr><td>Per-cell routed wire length</td><td>~8.4 um</td></tr>
<tr><td>Iteration count of the initial detailed-routing pass</td><td>2</td></tr>
<tr><td>DRT Wirelength</td><td>roughly 700 um</td></tr>
<tr><td>Via count</td><td>about 210</td></tr>
<tr><td>Avg Vias per Cell</td><td>2.506</td></tr>
<tr><th colspan="2">Hold path</th></tr>
<tr><td>Min-Delay Path Class</td><td>in -&gt; async</td></tr>
<tr><th colspan="2">Run status</th></tr>
<tr><td>Run status</td><td>finished clean</td></tr>
<tr><th colspan="2">Global route</th></tr>
<tr><td>Largest net degree at the start of global routing</td><td>9</td></tr>
<tr><td>GR Overflow Total</td><td>0</td></tr>
<tr><td>First-pass GRT wire length</td><td>1235 um</td></tr>
<tr><td>Initial antenna violation count</td><td>0</td></tr>
<tr><td>Global-route usage over all layers</td><td>2.471%</td></tr>
<tr><td>Via count of the first global-routing pass</td><td>about 240</td></tr>
</table>
==> worst paths after layout <==
path / end / depth (start not counted) / slack, ns
max reg2reg: count[7] / 3 / 0.57
min in group clk0: count[7] / 1 / 0.47
max: count[2] / 1 / 0.10
min: count[0] / 2 / 0.32
max in group asynchronous: count[2] / 2 / 1.05
min reg2reg: count[7] / 1 / 0.47
==> final cells by class <==
class,count,area share (%)
Sequential cell,8,40.82
Tap cell,46,11.73
Clock buffer,3,4.592
Timing Repair Buffer,9,18.37
Inverter,2,1.531
Multi-Input combinational cell,15,22.96
==> kinds of logic after synthesis <==
family | Yosys count | share of synthesized area, %
DFF | 8 | 62.50
buffers and inverters | 2 | 2.345
xor gates and xnor gates | 6 | 16.41
adders and majority gates | 1 | 3.906
and+or+nand+nor | 8 | 14.85
==> metrics by stage <==
step	hold slack [ns]	setup WS (ns)	instance area, um^2	total power [mW]	std cells
3_3_place_gp	0.4828	0.3370	467.9	0.2128	80
2_1_floorplan	0.1357	0.6935	320.3	0.2092	25
5_1_grt	0.3530	0.04434	490.5	0.3804	83
6_report	0.3240	0.1019	490.5	0.3529	83
4_1_cts	0.3351	0.07168	490.5	0.3623	83
3_5_place_dp	0.4696	0.3384	467.9	0.2127	80
==> synthesized netlist by cell type, drive strengths merged <==
| master | count |
|---|---|
| dfrtp | 8 |
| nand3 | 3 |
| xnor2 | 3 |
| xor2 | 3 |
| inv | 2 |
| nand2 | 2 |
| and3 | 1 |
| ha | 1 |
| nor2 | 1 |
| nor3 | 1 |
==> where the power goes <==
| group | switching, mW | total, mW | internal [mW] |
|---|---|---|---|
| Sequential | 0 | 0.203 | 0.203 |
| Clock | 0.0588 | 0.144 | 0.0852 |
| Combinational | 0.00396 | 0.00625 | 0.00229 |
| Total | 0.0628 | 0.353 | 0.290 |
==> routing by layer <==
metal  GRT usage, %  wire [um]
met5              0          0
met4         0.3521          0
met3          1.136         46
met1          2.915        341
met2          4.093        309
Power figures rest on the tool's default switching activity, not on a simulated workload.
