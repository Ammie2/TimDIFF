File: run.sh
#!/bin/bash
# OpenROAD 26Q1-2900-gdf79404cd8, Yosys 0.63+post, stock flow scripts
make -C /OpenROAD-flow-scripts/flow DESIGN_CONFIG=/design/flow/config.mk WORK_HOME=/design/flow/orfs finish
File: config.mk
export PLATFORM = sky130hd
export DESIGN_NAME = up_down_counter
export DESIGN_NICKNAME = up_down_counter
export VERILOG_FILES = /design/flow/design.v
export SDC_FILE = /design/flow/constraint.sdc
export NUM_CORES = 4
export LEC_CHECK = 1
export CORE_AREA = 10 10 70 70
export DIE_AREA = 0 0 80 80
File: constraint.sdc
current_design up_down_counter

set clk_period 2.8
set clk_io_pct 0.2

create_clock -name clk0 -period $clk_period [get_ports {clk}]

set non_clock_inputs [all_inputs -no_clocks]
set_input_delay [expr $clk_period * $clk_io_pct] -clock clk0 $non_clock_inputs
set_output_delay [expr $clk_period * $clk_io_pct] -clock clk0 [all_outputs]
File: design.v
module up_down_counter (
    input clk,
    input reset,
    input up_down,
    output reg [3:0] count
);
    always @(posedge clk or posedge reset) begin
        if (reset) begin
            count <= 4'b0000;
        end else if (up_down) begin
            count <= count + 1;
        end else begin
            count <= count - 1;
        end
    end
endmodule
==> GITHUB_STEP_SUMMARY <==
### Flow metrics

| Metric | Value |
|---|---|
| Outcome | complete, no violations |
| Max-cap check violation count | 0 |
| Initial antenna violation count | 0 |
| Worst stage delay on the critical path | roughly 500 ps |
| Critical Path Slowest Stage Cell | clkdlybuf4s50_1 |
| Top Registers | count (4) |
| Final WL | 416 um |
| IO Pins | 7 |
| Inserted Diodes | 0 |
| Sequential Area | approximately 100 um^2 |
| Clock transition at path regs | roughly 40 ps |
| Ys cells | 15 |
| Die H | approximately 80 um |
| Pwr dens | just over 800 nW/um^2 |
| Via/cell ratio | 1.96 |
| Synth-to-Final Area Change | 70.4% |
| P_leak | roughly 0.00014 uW |
| Setup violators final | 0 |
| Worst rel slew slack | 0.876 |
| Logic area | 87.6 um^2 |
| Biggest register | count |
| Hold Fails Final Rpt | 0 |
| Total Power | between 200 and 300 uW |
| # resized after CTS | 0 |
| Slew of the pin with the lowest slew margin | ~180 ps |
| Via count | 137 |
| Synth cell types | 8 |
| Sequential area share after synthesis | 0.503 |
| Cells after Synth | 15 |
| CTS tree | yes |
| Sink Count | 4 |
| Number of port buffers | 6 |
| CP endpoint kind | flop |
| DRC | 0 |
| Core footprint | roughly 3400 um^2 |
| Placed cell area | ~320 um^2 |
| Htree depth | 1 |
| Largest net degree at the start of global routing | 5 |
| Cts bufs inserted | 3 |
| Post-layout period usage | 0.624 |
| Mean Syn Cell Area | ~13 um^2 |
| Finished Layout Cells | 70 |
| Unrepaired setup endpoints after global routing | no |
| OpenROAD warning count | 25 |
| Final instance area | between 300 and 400 um^2 |
| Crit Path Max Fanout | 3 |
| Iteration-0 DRC Markers | 2 |
| GP Congestion | between 0.7 and 0.8 |
| CP Class | in -> reg |
| Top cells excl fill/tap | clkdlybuf4s50_1 (6), dfrtp_1 (4), inv_1 (3), clkbuf_4 (3) |
| Hold WS | between 500 and 600 ps |
| TNS Setup | 0 ps |
| GR Overflow Total | 0 |
| Vias in the first global route | roughly 150 |
| Largest register FFs | 4 |
| Slew Limit Fails | 0 |
| Full die area | ~6400 um^2 |
| Chip width | approximately 80 um |
| DP Cell Count | 67 |
| Fmax | roughly 570 MHz |
| Clock Path Buffers | 2 |
| Worst hold path type | in -> async |
| Worst EP required | between 2000 and 3000 ps |
| Post-Syn Area | between 150 and 200 um^2 |
| DR pass1 iterations | 2 |
| Post-CTS Setup Repair Bufs | 0 |
| Commonest Layout Cell | clkdlybuf4s50_1 |
| Tot GR Track Use | 0.0163 |
| Fin crit period | 1750 ps |
| WP buf/inv | 2 |
| Fp util | 0.0582 |
| Max Clock Skew | between 0.3 and 0.4 ps |
| ANT nets after route | 0 |
| Yosys Chip Area | just under 200 um^2 |
| Critical Path, Cell by Cell | clkdlybuf4s50_1 > inv_1 > ha_1 > a21o_1 > a21oi_2 > xnor2_1 |
| Cts-stage hold buffer count | 0 |
| Worst setup SP type | input port |
| Yosys warns | 1 |
| Cell Rows | 21 |
| Avg WL per Cell | 5.94 um |
| First-pass GRT wire length | about 730 um |
| Clk latency late pin | 230 ps |
| Family with the most delay on the worst path | buffers and inverters |
| Fillers | slightly above 400 |
| Fraction of layout cells with a size suffix above 1 | 0.167 |
| Critical path arrival | approximately 1900 ps |
| Synthesis-stage register bit count | 4 |
| Peak VDD IR | roughly 0.00013 V |
| Clk root buf | clkbuf_4 |
## layout make-up
type | count | share of cell area
inverter | 3 | 0.0332
clock buffer | 3 | 0.0664
timing repair buffer | 6 | 0.177
multi-input combinational | 8 | 0.258
tap | 46 | 0.170
sequential | 4 | 0.295
## path summary, 6_finish.rpt
path / endpoint / start / slack, ps / cells after the start
max in group asynchronous: count[0] / reset / 2140 / 2
max reg2reg: count[3] / count[1] / 1600 / 4
min in group clk0: count[0] / count[0] / 520 / 1
min reg2reg: count[0] / count[0] / 520 / 1
max: count[3] / up_down / 1050 / 6
min: count[3] / reset / 510 / 2
## cells by family after synthesis
family          after synthesis  share of synthesized area
buf+inv                       3                     0.0566
compound gates                2                     0.0818
xor+xnor                      3                      0.132
flops                         4                      0.503
fa+ha+maj                     3                      0.226
## cells in the mapped netlist
cell type	count	area [um^2]
fa_1	1	20.0
xor2_1	1	8.76
ha_1	2	25.0
dfrtp_1	4	100
inv_1	3	11.3
a21o_1	1	7.51
xnor2_1	2	17.5
a21oi_2	1	8.76
## metal layers
layer,GRT usage,up-vias,part of all wire
met4,0.00176,0,0
met1,0.0195,61,0.42
met3,0.0284,0,0.31
met5,0,-,0
li1,-,66,-
met2,0.0120,10,0.27
## per-stage QoR
stage	util	worst slack, ps
2_1_floorplan	-	1390
3_3_place_gp	0.0927	826
3_5_place_dp	0.0927	804
4_1_cts	0.0993	1050
5_1_grt	0.0993	931
6_report	0.0993	1050
## power breakdown
group / internal (uW) / total [uW] / leakage, uW / switching (uW)
sequential: 82.0 / 98.4 / 0.0000496 / 16.4
clock: 47.9 / 70.3 / 0.0000138 / 22.5
combinational: 75.0 / 110 / 0.0000781 / 35.0
Power is estimated from default activity; no workload was simulated.
