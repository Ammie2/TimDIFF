File: /design/flow/design.v
module clock_divider (
    input clk_in,
    output reg clk_out
);
    reg [31:0] counter = 32'b0;
    always @(posedge clk_in) begin
        counter <= counter + 1;
        if (counter == 32'd50000000) begin
            counter <= 32'b0;
            clk_out <= ~clk_out;
        end
    end
endmodule
File: /design/flow/run.sh
#!/bin/bash
# OpenROAD 26Q1-2900-gdf79404cd8, Yosys 0.63+post, stock flow scripts
make -C /OpenROAD-flow-scripts/flow DESIGN_CONFIG=/design/flow/config.mk WORK_HOME=/design/flow/orfs finish
File: /design/flow/config.mk
export PLATFORM = sky130hd
export DESIGN_NAME = clock_divider
export DESIGN_NICKNAME = clock_divider
export VERILOG_FILES = /design/flow/design.v
export SDC_FILE = /design/flow/constraint.sdc
export NUM_CORES = 4
export LEC_CHECK = 1
export CORE_AREA = 10 10 107 107
export DIE_AREA = 0 0 117 117
File: /design/flow/constraint.sdc
current_design clock_divider

set clk_period 6.5
set clk_io_pct 0.2

create_clock -name clk0 -period $clk_period [get_ports {clk_in}]

set non_clock_inputs [all_inputs -no_clocks]
set_input_delay [expr $clk_period * $clk_io_pct] -clock clk0 $non_clock_inputs
set_output_delay [expr $clk_period * $clk_io_pct] -clock clk0 [all_outputs]
==> Changelog: implementation <==
## Flow update

- Die height: 117 um
- CP top delay family: buffers and inverters
- Post-Syn Instances: 164
- Synth Cell Area: 1536 um^2
- Top cells by area: dfxtp_1 (42%), xnor2_1 (8.6%), nand4_1 (4.5%)
- Setup CP Type: reg2out
- Most frequent cells after synthesis: dfxtp_1 (32), xnor2_1 (15), nand4_1 (11), nor2_1 (11), nand3_1 (9)
- Num ports: 2
- Post-Route WL: 2889 um
- Kind of path behind the tightest hold check: reg2reg
- DPL Wire Length: 2065 um
- Gr usage total: 4.516%
- Row cnt: 35
- CP Data Arrival Time: 1.10 ns
- CTS sink cnt: 33
- Drt pass-1 iters: 4
- Number of enable flip-flop cells: 1
- Gpl congestion: 0.8992
- Area of the core: 9196 um^2
- Cell Pwr Density: 209.2 nW/um^2
- Cell type with the largest total area: dfxtp_1
- Die ar.: 13,690 um^2
- Max-Cap Viols: 0
- RSZ-0062 raised after global routing: no
- Crit-path cells: clkdlybuf4s50_1
- RR Endpoint: counter[23]
- CTS max path bufs: 2
- Initial core utilization: 16.71%
- Hold_ws: 0.4662 ns
- Setup crit end kind: primary output
- Relative slew slack: 66.25%
- Clock slew at reported path FFs: 0.07 ns
- CP max stage cell: clkdlybuf4s50_1
- Largest net degree at the start of global routing: 15
- Reg2reg start: counter[2]
- Slew @ Worst Pin: 0.5021 ns
- Global-route wire length before repair: 5112 um
- FF-to-FF setup slack: 4.41 ns
- Cts bufs inserted: 5
- CP bufs+invs: 1
- Synth top cell by count: dfxtp_1
- Worst Setup SP: clk_out
- Clock Skew: 0.003284 ns
- Vias in the first global route: 1,025
- Area Overhead vs Synth: 15.39%
- Tool warnings: 26
- Number of antenna diodes: 0
- Fmax: 416.1 MHz
- CP Launch Type: flop
- Ys async rst share: 0%
- Post-CTS Resized: 0
- Ys flop type: dfxtp_1
- GR Overflow Total: 0
- Hold Path End: counter[31]
- Status: finished clean
- Setup violators final: 0
- Vias per Instance: 4.139
- Fin crit period: 2.403 ns
- Tcrit/Tclk final: 36.97%
- Hold-fix buffers, CTS: 0
- Share of cells above drive strength 1: 10.06%
- Yosys Warn Count: 1
- Worst-path maximum fanout: 2
- Area leader share: 41.69%
- Reg2Reg Depth: 4
- Worst EP required: 5.20 ns
- Largest stage delay, worst path: 0.47 ns
- Final TNS setup: 0 ns
- Post-CTS Setup Repair Bufs: 0
- Final Hold Violating Endpoints: 0
- HP Start: counter[31]
- Avg Cell Area, Syn: 9.369 um^2
- Fill cells: 1,018
- Post-synth area from yosys stat: 1536 um^2
- H-Tree Depth: 2
- Max Slew Vio Count: 0
- DR WL/cell: 10.32 um
- Cells in synth_stat.txt: 164
- Peak supply drop: 124.2 uV
- CTS tree: done
- Die width: 117 um
- Hold Crit Depth: 1
- CTS root buffer: clkbuf_8
- Initial antenna violation count: 0
- Residual DRC count: 0
- DRT antenna net count: 0
- Yosys cell types: 36
- Register share after synthesis: 43.65%
- Via count: 1,159
- Iteration-0 DRC count of the detailed router: 65
- Leak Pwr: 0.6215 nW
- Flops out of synthesis: 33
- Clk Latency, worst-skew pair: 0.28 ns
- Number of port buffers: 1
worst max path at each step:
| stage | cells past startpoint | to | slack (ns) |
|---|---|---|---|
| finish | 1 | clk_out | 4.10 |
| CTS | 1 | clk_out | 4.08 |
| global route | 1 | clk_out | 4.03 |
worst reg2reg max path, stage by stage (launching register included):
cell     delay (ns)
dfxtp_1        0.42
nand4_1        0.26
or3_1          0.65
or4_1          0.57
a21oi_1        0.13
metal layers:
metal  vias to the layer above  global-route usage, %  wire length [um]
li1                        608                      -                 -
met1                       532                  7.033              1522
met2                        17                  6.187              1249
met3                         2                  1.342               107
met4                         0                 0.4119                10
met5                         -                      0                 0
report_power, final:
part | switching (mW) | leakage [nW] | internal, mW
Combinational | 0 | 0.298 | 0
Sequential | 0 | 0.269 | 0.203
Clock | 0.0723 | 0.0542 | 0.0956
Total | 0.0723 | 0.622 | 0.299
layout by cell type, fill, tap and decap left out, types with 2 or more instances in the layout:
cell type and instances:
or3_1 5, nor3_1 3, or4_1 4, and2_1 2, nand3_1 9, xnor2_1 15
and3_1 4, o21ai_0 3, nor4b_1 3, nor2_1 11, xor2_1 7, nor4_2 3
dfxtp_1 32, ha_1 2, clkbuf_8 7, and4_1 2, inv_1 7, a21oi_1 7
o31ai_1 3, nor4_1 6, nand2_1 7, nand4_1 11
per-stage QoR:
step	setup WS [ns]	power, mW	util [%]	cells	area (um^2)
after detailed placement	4.408	0.2076	18.18	272	1672
final	4.097	0.3709	19.28	280	1773
after floorplan	4.704	0.2076	-	164	1536
after global placement	4.395	0.2076	18.18	272	1672
after CTS	4.077	0.3756	19.28	280	1773
after global routing	4.027	0.3861	19.28	280	1773
final cells by class:
class | count | area [um^2] | area share [%]
clock buffers | 7 | 96.34 | 5.434
clock inverters | 1 | 5.005 | 0.2823
inverters | 7 | 26.28 | 1.482
multi-input cells | 119 | 818.3 | 46.15
flip-flops and latches | 33 | 670.6 | 37.83
well taps | 111 | 138.9 | 7.833
repair buffers | 2 | 17.52 | 0.9880
state kept, by name, summed over array words and instances (netlist names):
signal and cells:
clk_out 1, counter 32
cell families after synthesis:
logic type	count (synthesis)	share of synthesized area (%)
xor+xnor	22	12.54
compound gates	16	6.270
simple gates	79	32.82
buf+inv	12	3.095
flops	33	43.65
fa+ha+maj	2	1.628
Power is estimated from default activity; no workload was simulated.
